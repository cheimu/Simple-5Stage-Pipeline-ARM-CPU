$ cat /design/flow/run.sh
#!/bin/bash
# OpenROAD 26Q1-2900-gdf79404cd8, Yosys 0.63+post, stock flow scripts
make -C /OpenROAD-flow-scripts/flow DESIGN_CONFIG=/design/flow/config.mk WORK_HOME=/design/flow/orfs finish
$ cat /design/flow/config.mk
export PLATFORM = sky130hd
export DESIGN_NAME = movkMake
export DESIGN_NICKNAME = movkMake
export VERILOG_FILES = /design/flow/design.v
export SDC_FILE = /design/flow/constraint.sdc
export NUM_CORES = 4
export LEC_CHECK = 1
export CORE_AREA = 10 10 106 106
export DIE_AREA = 0 0 116 116
$ cat /design/flow/constraint.sdc
current_design movkMake

set clk_period 1.0
set clk_io_pct 0.2

create_clock -name clk0 -period $clk_period

set non_clock_inputs [all_inputs -no_clocks]
set_input_delay [expr $clk_period * $clk_io_pct] -clock clk0 $non_clock_inputs
set_output_delay [expr $clk_period * $clk_io_pct] -clock clk0 [all_outputs]
$ cat /design/flow/design.v
`timescale 1ns/10ps
module movkMake (movk_result, mask2, Dw, movz_result); 
	input logic [63:0] mask2, Dw, movz_result;
	output logic [63:0] movk_result;
	logic [63:0] nmask2, adre;
	genvar i;
	generate 
	for (i = 0; i < 64; i++) begin : eachgates
		not #50 n0 (nmask2[i], mask2[i]);
		and #50 or1 (adre[i], nmask2[i], Dw[i]);
		or #50 or2 (movk_result[i], adre[i], movz_result[i]);
	end
	endgenerate
endmodule
==> flow_summary.toml <==
# physical design summary
[timing]
rsz0062_at_grt = "false"
worst_slew_pin_slew_ps = 131
finalClockPeriodUsage = 0.966
setup_viol = 0
final_hold_viol_count = 0
max_freq_mhz = 1040
finalCriticalPeriod_ps = 966
worst_slack_ps = 34.0
relSlewSlack = 0.913
maxSlewViolCount = 0

[setup_path]
slowest_stage = "dlygate4sd2_1"
worstPathMaxFanout = 1
cp.required_ps = 800
slowest_delay_ps = 230
cp-start-kind = "input port"
worst_ep_arrival_time_ps = 770
crit_type = "input port to output pin"
cp_cell_sequence = "dlygate4sd2_1 > a21o_1 > clkdlybuf4s15_1"
endpoint_kind = "output pin"

[synthesis]
ys_chip_area_um2 = 721
syn_area_um2 = 721
synth_top_cell_by_area = "a21o_1"
synth_cell_type_count = 2
avgSynthCellArea_um2 = 5.63
topCombFamilyByArea = "AND-OR/OR-AND gates"
postSynthSeqShare = 0
ys_sh_mux = 0
synthSimpleGateAreaFrac = 0
netlist_instances = 128
aoi_share = 0.667
synthAdderAreaFrac = 0
synth-xor-area-share = 0
ys_cells = 128
synth.top_cell.area_share = 0.667
yosys_warnings = 0
area_leaders = "a21o_1 67%, inv_1 33%"

[floorplan]
dieHeight_um = 116
die_x_um = 116
io_pins = 256
fp_util = 0.0814
num_rows = 34
core_area_um2 = 8850
chip_area_um2 = 13500

[final_layout]
comb_area_um2 = 480
nClkBuffers = 0
syn2layout_area_growth_pct = 302
layout_top_cells = "188 x dlygate4sd2_1, 64 x a21o_1, 63 x inv_1"
fillerInstances = 1067
seq_cell_count = 0
drive_above_1_share = 0.156
lay_top_count = "dlygate4sd2_1"
final_cell_area_um2 = 2890
regArea_um2 = 0

[place]
gp_congestion = 0.834
placed_area_um2 = 3420
post-place-ws_ps = -562
place_hpwl_mm = 7.64
port_buffers = 256

[pwr]
p_per_area_nw_per_um2 = 286
vdd_drop_max_mv = 0.0927
power.leakage_nw = 1.96

[drt]
vias = 1730
drt_iter0_markers = 18
ant_nets = 0
vias_per_cell = 3.52
wl_per_cell_um = 16.1
drt_pass1_iterations = 3
drc = 0
routed_wl_mm = 7.94
antennaDiodeCount = 0

[grt]
antenna_found_initial = 0
grt_pass1_vias = 1877
grt_pass1_wl_mm = 10.9
grt_max_degree = 2
gr-total-overflow = 0
grt_usage = 0.105

[flow_run]
warning_count = 32
maxCapViolCount = 0

[worst_hold_path]
min_path_type = "input port to output pin"

[status]
status = "complete, no violations"
==> worst max-delay path: cells and delay by family <==
| family | cells | cell delay [ps] |
|---|---|---|
| AOI/OAI and AO/OA | 1 | 170 |
| buffers and inverters | 2 | 400 |
==> per-layer routing <==
metal | up-vias | share of wire | track usage
li1 | 896 | - | -
met1 | 714 | 0.36 | 0.113
met2 | 120 | 0.51 | 0.197
met3 | 0 | 0.13 | 0.0445
met4 | 0 | 0 | 0
met5 | - | 0 | 0
==> cell families (layout without fill, tap and decap cells) <==
family / Yosys count / count (layout)
AND-OR/OR-AND: 64 / 64
buffers and inverters: 64 / 320
==> Yosys cell counts, drive strengths merged <==
library cell,count
inv,64
a21o,64
==> power breakdown <==
| group | switching (mW) | internal, mW |
|---|---|---|
| registers | 0 | 0 |
| clock network | 0 | 0 |
| logic | 0.221 | 0.608 |
==> per-stage QoR <==
| stage | instances | util | hold slack, ps | power, mW | TNS [ps] |
|---|---|---|---|---|---|
| after global placement | 492 | 0.386 | 1340 | 1.26 | -30360 |
| final | 492 | 0.327 | 742 | 0.829 | 0 |
| after floorplan | 128 | - | 441 | 0.141 | 0 |
| after detailed placement | 492 | 0.386 | 1340 | 1.27 | -30480 |
| after CTS | 492 | 0.327 | 747 | 0.855 | 0 |
| after global routing | 492 | 0.327 | 755 | 0.922 | 0 |
==> final timing paths <==
kind	start	to	slack, ps	cells past startpoint
worst min-delay path	movz_result[20]	movk_result[20]	740	3
worst max-delay path	Dw[23]	movk_result[23]	30	3
==> cell type report <==
| cell class | count | area share |
|---|---|---|
| repair buffers | 256 | 0.704 |
| multi-input cells | 64 | 0.166 |
| well taps | 108 | 0.0467 |
| inverters | 64 | 0.0830 |
==> repair_timing <==
item	in CTS	in global routing
pin swaps	59	0
buffers inserted	0	0
setup endpoints to repair	64	2
resized	389	2
hold buffers	0	0
Power figures rest on the tool's default switching activity, not on a simulated workload.
