[run.sh]
#!/bin/bash
# OpenROAD 26Q1-2900-gdf79404cd8, Yosys 0.63+post, stock flow scripts
make -C /OpenROAD-flow-scripts/flow DESIGN_CONFIG=/design/flow/config.mk WORK_HOME=/design/flow/orfs finish
[config.mk]
export PLATFORM = sky130hd
export DESIGN_NAME = pc
export DESIGN_NICKNAME = pc
export VERILOG_FILES = /design/flow/design.v
export SDC_FILE = /design/flow/constraint.sdc
export NUM_CORES = 4
export LEC_CHECK = 1
export CORE_UTILIZATION = 30
[constraint.sdc]
current_design pc

set clk_period 1.0
set clk_io_pct 0.2

create_clock -name clk0 -period $clk_period [get_ports {clk}]

set non_clock_inputs [all_inputs -no_clocks]
set_input_delay [expr $clk_period * $clk_io_pct] -clock clk0 $non_clock_inputs
set_output_delay [expr $clk_period * $clk_io_pct] -clock clk0 [all_outputs]
[design.v]
module D_FF (q, d, reset, clk);
	output reg q;
	input d, reset, clk;
	always_ff @(posedge clk)
	if (reset)
		q <= 0;  
	else
		q <= d;  
endmodule 
module pc (address, addressin, clk, rst);
	output logic [63:0] address;
	input logic [63:0] addressin;
	input logic clk, rst;
	genvar i;
	generate 
		for (i = 0; i < 64; i++) begin : eachDff
			D_FF name (address[i], addressin[i], rst, clk);
		end 
	endgenerate 
endmodule 
==> reports/results.txt <==
Initial DRC count - 0
Antenna viol nets, final - 0
Max Transition Viols Final - 0
Largest register FFs - 64
Drt pass-1 iters - 1
Tmin final - 944.1 ps
Port bufs - 129
Ports - 130
Crit end category - output pin
Fp_density - 31.04%
Crit share post-route - 94.41%
OpenROAD warnings - 26
Synth area leaders - dfxtp_1, nor2b_2, buf_4
Clock-pin transition on the worst setup and hold timing paths - 70 ps
Avg WL per Cell - 10.41 um
Avg Inst Size Synth - 12.05 um^2
Worst slack, placed - 36.19 ps
Top cell area share - 53.42%
# diodes - 0
Yosys Instances - 199
Max Clock Freq - 1059 MHz
Mapped Area - 0.002399 mm^2
Global route total overflow - 0
CTS sink cnt - 64
Die area - 0.008357 mm^2
Initial antenna violation count - 0
P per Cell Area - 1748 mW/mm^2
Slew headroom - 85.88%
CTS resizes - 192
Crit-path cells - buf_2
Min-Delay Startpoint - rst
Synth warn - 1
Vias in the first global route - 1315
Clk buf depth - 2
CTS root buffer - clkbuf_8
Worst hold path class - in2reg
Biggest regs - eachDff.name.q: 64 flops
Final Setup Violations - 0
Crit path max-delay family - flip-flops
Unrepaired setup endpoints after global routing - true
Global-route wire length before repair - 6.244 mm
Critical path startpoint category - flop
Vias - 1368
Gpl congestion - 0.6693
Crit-path max FO - 1
Static Leak - 0.001423 uW
WHS Path Cells - 3
Max cap viols - 0
Post-synth ARST share - 0%
Area Growth Syn to Fin - 32.55%
Top reg by flops - eachDff.name.q
Cell variety after synth - 6
Postcts setup bufs - 0
Setup ws final - 55.87 ps
Most frequent cells after synthesis - buf_4, dfxtp_1, nor2b_2
Final Hold Viols - 0
Routed WL - 3.925 mm
Layout cell share with drive strength beyond 1 - 52.00%
# hold bufs at CTS - 0
Largest net degree at the start of global routing - 26
# fillers - 771
CP required - 800 ps
Site row count - 32
Synth Seq Share - 53.42%
Ys flop type - dfxtp_1
Die height - 91.42 um
CP arrival - 740 ps
Worst hold slack - 281.9 ps
Critical Path Slowest Stage Cell - dfxtp_2
YS chip area - 0.002399 mm^2
CTS buffer count - 9
Vias/cell - 3.629
Worst Setup SP - eachDff[4].name.q
EDFF count, synth - 0
Detail Placement HPWL - 2.703 mm
Die Wd - 91.42 um
Actual slew at the worst max-slew pin - 211.7 ps
Yosys top cell by area - dfxtp_1
Status - complete, no violations
Buf+Inv Stages, Crit Path - 1
Logic area - 550.5 um^2
CP Class - reg2out
Worst Hold End - eachDff[44].name.q
CTS tree - done
DRC viols - 0
H-Tree Depth - 3
Max VDD drop - 726.1 uV
Core ar. - 0.007727 mm^2
Gate Count Post-Synth - 199
Register area - 0.001284 mm^2
#FFs+latches synth - 64
Total track usage - 9.722%
CP max stage delay - 310 ps
## cell type report
| cell class | count | share of cell area (%) |
|---|---|---|
| clock buffer | 11 | 4.132 |
| clock inverter | 4 | 2.204 |
| multi-input combinational | 64 | 17.32 |
| sequential | 64 | 40.38 |
| tap | 102 | 4.014 |
| timing repair buffer | 132 | 31.96 |
## cells in the final DEF (no fill, tap or decap), drive strengths merged
master | netlist | routed
clkinv | 0 | 2
bufinv | 0 | 2
clkdlybuf4s50 | 0 | 64
clkbuf | 0 | 11
dfxtp | 64 | 64
buf | 71 | 68
nor2b | 64 | 64
## through the flow
step	TNS [ps]	std cells	area (um^2)	util (%)	power [uW]
after global placement	0	362	3296	42.65	3450
after detailed placement	0	362	3296	42.65	3451
after floorplan	0	199	2399	-	3118
final	0	377	3179	41.14	5558
after CTS	0	377	3177	41.11	5688
after global routing	-1.684	377	3179	41.14	5886
## worst max-delay path by stage
stage,endpoint,slack (ps),cells past startpoint
after CTS,address[39],30,1
after global routing,address[30],-2,1
final,address[4],60,1
## cell families (layout without fill, tap and decap cells)
logic type	after synthesis	after routing	share of synthesized area, %
buffers and inverters	71	147	23.63
DFF	64	64	53.42
and+or+nand+nor	64	64	22.95
## metal layers
layer	vias to the layer above	global-route usage [%]	part of all wire, %
met5	-	0	0
met4	0	2.116	2.1
met3	8	5.017	13
met2	82	14.29	42
met1	606	12.94	42
li1	672	-	-
## report_power, final
group / total [uW] / switching [uW] / internal, uW
clock network: 2300 / 921 / 1380
logic: 543 / 127 / 415
registers: 2710 / 24.8 / 2690
Power and IR drop assume default switching activity.
