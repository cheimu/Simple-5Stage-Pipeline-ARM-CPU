## design/flow/config.mk

```make
export PLATFORM = sky130hd
export DESIGN_NAME = controls
export DESIGN_NICKNAME = controls
export VERILOG_FILES = /design/flow/design.v
export SDC_FILE = /design/flow/constraint.sdc
export NUM_CORES = 4
export LEC_CHECK = 1
export CORE_AREA = 10 10 96 96
export DIE_AREA = 0 0 106 106
```

## design/flow/run.sh

```bash
#!/bin/bash
# OpenROAD 26Q1-2900-gdf79404cd8, Yosys 0.63+post, stock flow scripts
make -C /OpenROAD-flow-scripts/flow DESIGN_CONFIG=/design/flow/config.mk WORK_HOME=/design/flow/orfs finish
```

## design/flow/design.v

```verilog
module D_FF (q, d, reset, clk);
	output reg q;
	input d, reset, clk;
	always_ff @(posedge clk)
	if (reset)
		q <= 0;  
	else
		q <= d;  
endmodule 
module controls (instruction, overflow, negative, zero, Rd, Rm, Rn, Reg2Loc, MemWrite, MemRead, MemToReg, ALUOp, ALUSrc, RegWrite, Move, ZorK, IorR, Bor8, DAddr16, DAddr9, DAddr12, shamt, 
					CondAddr19, BrAddr26, BrTaken, UncondBr, xfer,
					clk);
	input logic [31:0] instruction;
	input logic negative, zero, clk, overflow;
	output logic [4:0] Rd, Rn, Rm;
	output logic Reg2Loc, MemWrite, MemRead, MemToReg, ALUSrc, RegWrite, Move, ZorK, IorR, Bor8, BrTaken, UncondBr;
	output logic [15:0] DAddr16;
	output logic [8:0] DAddr9;
	output logic [11:0] DAddr12;
	output logic [5:0] shamt;
	output logic [18:0] CondAddr19;
	output logic [25:0] BrAddr26;
	output logic [3:0] xfer;
	logic [12:0] control;
	logic negative_saved, overflow_saved;
	logic flagControl;
	output logic [2:0] ALUOp;
	D_FF  savedNeg(negative_saved, (flagControl & negative) | (~flagControl & negative_saved), 1'b0, clk);
	D_FF  savedOver(overflow_saved, (flagControl & overflow) | (~flagControl & overflow_saved), 1'b0, clk);
	assign {Reg2Loc, MemWrite, MemRead, MemToReg, ALUOp, ALUSrc, RegWrite, Move, ZorK, IorR, Bor8} = control;
	always_comb begin
		if (instruction[31:26] == 6'b100100) begin
			Rd = instruction[4:0];
			Rn = instruction[9:5];
			Rm = 5'b11111;
			DAddr12 = instruction[21:10];
			control = 13'b0000010110000;
			BrTaken = 0;
			UncondBr = 0;
			DAddr16 = 16'b0;
			DAddr9 = 9'b0;
			shamt = 6'b0;
			CondAddr19 = 19'b0;
			BrAddr26 = 26'b0;
			xfer = 4'b1000;
			flagControl = 1'b0;
		end
		else if (instruction[31:26] == 6'b101010) begin
			Rd = instruction[4:0];
			Rn = instruction[9:5];
			Rm = instruction[20:16];
			DAddr12 = 12'b0;
			control = 13'b1000010010000;
			BrTaken = 0;
			UncondBr = 0;
			DAddr16 = 16'b0;
			DAddr9 = 9'b0;
			shamt = 6'b0;
			CondAddr19 = 19'b0;
			BrAddr26 = 26'b0;
			xfer = 4'b1000;
			flagControl = 1'b1;
		end
		else if (instruction[31:26] == 6'b111010) begin
			Rd = instruction[4:0];
			Rn = instruction[9:5];
			Rm = instruction[20:16];
			DAddr12 = 12'b0;
			control = 13'b1000011010000;
			BrTaken = 0;
			UncondBr = 0;
			DAddr16 = 16'b0;
			DAddr9 = 9'b0;
			shamt = 6'b0;
			CondAddr19 = 19'b0;
			BrAddr26 = 26'b0;
			xfer = 4'b1000;
			flagControl = 1'b1;
		end
		else if (instruction[31:26] == 6'b000101) begin
			Rd = 0;
			Rn = 0;
			Rm = 0;
			DAddr12 = 12'b0;
			control = 13'b0;
			BrTaken = 1;
			UncondBr = 1'b1;
			DAddr16 = 16'b0;
			DAddr9 = 9'b0;
			shamt = 6'b0;
			CondAddr19 = 19'b0;
			BrAddr26 = instruction [25:0];
			xfer = 4'b1000;
			flagControl = 1'b0;
		end
		else if (instruction[31:26] == 6'b101101) begin
			Rd = instruction[4:0];
			Rn = 5'b11111;
			Rm = 5'b11111;
			DAddr12 = 12'b0;
			control = 13'b0000010000000;
			BrTaken = zero;
			UncondBr = 0;
			DAddr16 = 16'b0;
			DAddr9 = 9'b0;
			shamt = 6'b0;
			CondAddr19 = instruction[23:5];
			BrAddr26 = 26'b0;
			xfer = 4'b1000;
			flagControl = 1'b0;
		end
		else if (instruction[31:21] == 11'b11111000000) begin
			Rd = instruction[4:0];
			Rn = instruction[9:5];
			Rm = 0;
			DAddr12 = 12'b0;
			control = 13'b0101010100010;
			BrTaken = 0;
			UncondBr = 0;
			DAddr16 = 16'b0;
			DAddr9 = instruction[20:12];
			shamt = 6'b0;
			CondAddr19 = 19'b0;
			BrAddr26 = 26'b0;
			xfer = 4'b1000;
			flagControl = 1'b0;
		end
		else if (instruction[31:21] == 11'b11111000010) begin
			Rd = instruction[4:0];
			Rn = instruction[9:5];
			Rm = 0;
			DAddr12 = 12'b0;
			control = 13'b0011010110010;
			BrTaken = 0;
			UncondBr = 0;
			DAddr16 = 16'b0;
			DAddr9 = instruction[20:12];
			shamt = 6'b0;
			CondAddr19 = 19'b0;
			BrAddr26 = 26'b0;
			xfer = 4'b1000;
			flagControl = 1'b0;
		end
		else if (instruction[31:26] == 6'b010101) begin
			Rd = 0;
			Rn = 0;
			Rm = 0;
			DAddr12 = 12'b0;
			control = 13'b0000010000000;
			BrTaken = (negative_saved != overflow_saved);
			UncondBr = 0;
			DAddr16 = 16'b0;
			DAddr9 = 9'b0;
			shamt = 6'b0;
			CondAddr19 = instruction[23:5];
			BrAddr26 = 26'b0;
			xfer = 4'b1000;
			flagControl = 1'b0;
		end
		else if (instruction[31:26] == 6'b110100) begin
			Rd = instruction[4:0];
			Rn = 0;
			Rm = 0;
			DAddr12 = 12'b0;
			control = 13'b0000010111000;
			BrTaken = 0;
			UncondBr = 0;
			DAddr16 = instruction[20:5];
			DAddr9 = 9'b0;
			shamt = {4'b0000, instruction[22:21]};
			CondAddr19 = 19'b0;
			BrAddr26 = 26'b0;
			xfer = 4'b1000;
			flagControl = 1'b0;
		end
		else if (instruction[31:26] == 6'b111100) begin
			Rd = instruction[4:0];
			Rn = 5'b11111;
			Rm = 5'b11111;
			DAddr12 = 12'b0;
			control = 13'b0000010011100;
			BrTaken = 0;
			UncondBr = 0;
			DAddr16 = instruction[20:5];
			DAddr9 = 9'b0;
			shamt = {4'b0000, instruction[22:21]};
			CondAddr19 = 19'b0;
			BrAddr26 = 26'b0;
			xfer = 4'b1000;
			flagControl = 1'b0;
		end
		else if (instruction[31:21] == 11'b00111000000) begin
			Rd = instruction[4:0];
			Rn = instruction[9:5];
			Rm = 0;
			DAddr12 = 12'b0;
			control = 13'b0101010100011;
			BrTaken = 0;
			UncondBr = 0;
			DAddr16 = 16'b0;
			DAddr9 = instruction[20:12];
			shamt = 6'b0;
			CondAddr19 = 19'b0;
			BrAddr26 = 26'b0;
			xfer = 4'b0001;
			flagControl = 1'b0;
		end
		else if (instruction[31:21] == 11'b00111000010) begin
			Rd = instruction[4:0];
			Rn = instruction[9:5];
			Rm = 0;
			DAddr12 = 12'b0;
			control = 13'b0011010110011;
			BrTaken = 0;
			UncondBr = 0;
			DAddr16 = 16'b0;
			DAddr9 = instruction[20:12];
			shamt = 6'b0;
			CondAddr19 = 19'b0;
			BrAddr26 = 26'b0;
			xfer = 4'b0001;
			flagControl = 1'b0;
		end
		else begin
			Rd = 5'b11111;
			Rn = 5'b11111;
			Rm = 5'b11111;
			DAddr12 = 12'b0;
			control = 13'b0000010000000;
			BrTaken = 0;
			UncondBr = 0;
			DAddr16 = 16'b0;
			DAddr9 = 9'b0;
			shamt = 6'b0;
			CondAddr19 = 19'b0;
			BrAddr26 = 26'b0;
			xfer = 4'b1000;
			flagControl = 1'b0;
		end
	end
endmodule 
```

## design/flow/constraint.sdc

```tcl
current_design controls

set clk_period 3.5
set clk_io_pct 0.2

create_clock -name clk0 -period $clk_period [get_ports {clk}]

set non_clock_inputs [all_inputs -no_clocks]
set_input_delay [expr $clk_period * $clk_io_pct] -clock clk0 $non_clock_inputs
set_output_delay [expr $clk_period * $clk_io_pct] -clock clk0 [all_outputs]
```

==> impl_report.txt <==
FLOW METRICS REPORT
----------------------------------------------------
[CTS]
  CTS Root Buffer Type ........................ clkbuf_8
  Worst-case clock buffer depth ........................ 2
  Clock transition at the registers of the reported paths ........................ approximately 0.030 ns
  Number of clock buffers inserted by TritonCTS ........................ 3
  CTS H-tree lvls ........................ 1
  TritonCTS clock tree ........................ yes
  Clock Sinks ........................ 2

[Global routing]
  Vias in the first global route ........................ 1851
  Initial antenna violation count ........................ 0
  Total congestion overflow after global routing ........................ 0
  Wire length of the first global-routing pass ........................ 10.7 mm
  Maximum number of pins on one net before global-route repair ........................ 17
  GRT Total Usage ........................ 11.6%

[Floorplanning]
  Floorplan core area ........................ between 7000 and 8000 um^2
  Core Density at Floorplan ........................ ~16%
  Die Y ........................ between 100 and 150 um
  Ports placed on the boundary ........................ 158
  Site row count ........................ 31
  Area of the die ........................ about 11000 um^2
  Die X-Extent ........................ around 110 um

[Logic synthesis]
  Cell count after synthesis ........................ ~180
  Post-synthesis instance area ........................ 1190 um^2
  Yosys synthesis warning count ........................ 2
  Yosys cell types ........................ 35
  Chip area line of the yosys report ........................ 1190 um^2
  Number of flip-flops and latches in the synthesized netlist ........................ 2
  Mean Syn Cell Area ........................ 6.72 um^2
  Yosys stat cell total ........................ 177
  Portion of the post-synthesis area used by sequential elements ........................ around 5.0%

[STA]
  Worst Setup Slack, final ........................ a little over 0.07 ns
  Time the worst path needs with I/O delays and setup ........................ 3.43 ns
  Highest Clock Rate ........................ slightly below 300 MHz
  Number of endpoints failing setup at the final stage ........................ 0
  RSZ-0062 raised after global routing ........................ false
  Hold Vio Cnt, Final ........................ 0
  Post-layout period usage ........................ a little over nine tenths
  Final slew viol count ........................ 0

[Worst setup path]
  Crit-path cells ........................ dlygate4sd2_1 > or4b_4 > nor4_4 > buf_4 > and4b_4 > a21o_1 > clkdlybuf4s50_1
  Sort of element at the start of the critical path ........................ input pin
  Kind of cell adding the most delay to the critical path ........................ simple AND/OR/NAND/NOR gates
  Count of buffering cells on the critical path with inverters included ........................ 3
  Slowest CP cell ........................ or4b_4
  Critical Path Fanout Max ........................ 7
  Data required time at the worst endpoint ........................ 2.80 ns
  CP Data Arrival Time ........................ about 2.7 ns
  CP endpoint kind ........................ primary output
  Critical Path Max Stage Delay ........................ 0.56 ns
  Critical path class ........................ input pin to primary output

[Job]
  Maximum capacitance violations ........................ 0
  Number of warnings in the stage logs ........................ 25

[Detailed routing]
  Aggregate routed wire length ........................ 6.92 mm
  Diodes inserted ........................ 0
  Via Count ........................ approximately 1800
  Number of vias per cell after detailed routing ........................ 4.02
  Final antenna-violating net count ........................ 0
  Final routed wire length divided by cell count ........................ 15.6 um
  Drt first pass iters ........................ 4
  Post-detailed-route DRC marker count ........................ 0
  Drt first-iter violations ........................ 20

[Placement]
  Last weighted congestion value of the routability-driven placer ........................ roughly 0.84
  Sum of net half-perimeters after detailed placement ........................ 5.99 mm
  Placement Setup Slack ........................ -0.146 ns
  Total of buffers placed on input and output ports ........................ ~150

[Cells and area]
  Top cells excl fill/tap ........................ clkdlybuf4s50_1, and2_1, buf_4, a21o_1
  Top logic cell by instance count in the layout ........................ clkdlybuf4s50_1
  P&R area growth vs syn ........................ 152%
  Fraction of final layout cells with drive strength greater than 1 ........................ 13.4%

[Outcome]
  Result of the run ........................ finished clean

[Hold path]
  Hold path startpoint ........................ negative
  Hold WC Path Type ........................ input pin to flip-flop
  Cell count of the worst hold path ........................ 1

[Pwr]
  Leakage power total ........................ 0.00122 uW
  Total power ........................ 254 uW
  Peak VDD IR ........................ 65.9 uV
  Pwr per Cell Area ........................ ~85 nW/um^2

----------------------------------------------------
## where the power goes
part / switching (uW) / internal [uW] / total [uW]
Clock: 16.2 / 72.6 / 88.7
Combinational: 51.6 / 86.0 / 138
Sequential: 0.161 / 27.1 / 27.3
Total: 67.9 / 186 / 254
## worst max-delay path by stage
| stage | start | endpoint | slack [ns] | depth (start not counted) |
|---|---|---|---|---|
| CTS | instruction[31] | Rm[3] | 0.03 | 7 |
| global route | instruction[21] | Rn[1] | 0.002 | 7 |
| finish | instruction[24] | Rn[1] | 0.07 | 7 |
## cell type report
| type | count | area (um^2) |
|---|---|---|
| Inverter | 7 | 26.3 |
| Clock buffer | 3 | 41.3 |
| Multi-Input combinational cell | 154 | 1040 |
| Tap cell | 99 | 124 |
| Timing Repair Buffer | 178 | 1710 |
| Sequential cell | 2 | 60.1 |
| Fill cell | 733 | 4210 |
## cell usage after synthesis, drive strengths merged
cell	count	area, um^2
and4b	1	13.8
a21oi	2	10.0
a21o	12	90.1
or2	3	18.8
nand2b	4	25.0
or3b	3	26.3
edfxtp	2	60.1
or4b	1	13.8
a211oi	1	7.51
nand2	3	11.3
and2	86	538
xor2	1	8.76
a22o	1	8.76
buf	14	92.6
inv	7	26.3
and3b	1	8.76
nor2	4	17.5
nor4	4	40.0
xnor2	1	8.76
o21ai	1	5.00
clkbuf	6	22.5
a31o	1	8.76
or4bb	1	11.3
o21a	5	37.5
nand3b	3	22.5
nor2b	3	18.8
nand3	1	5.00
a32oi	1	8.76
or3	2	12.5
conb	1	3.75
o21bai	1	7.51
## repair_timing
item | CTS | global route
hold buffers | 0 | 0
pin swaps | 1 | 0
gates resized | 11 | 3
buffers inserted | 0 | 1
endpoints found under the setup margin | 74 | 51
## metal layers
layer / vias to the layer above / part of all wire (%) / track usage (%)
met5: - / 0 / 0
met1: 794 / 42 / 13.8
met2: 88 / 47 / 20.3
met4: 0 / 0 / 0.290
li1: 900 / - / -
met3: 0 / 11 / 4.77
## stage by stage
stage	area, um^2	TNS [ns]	hold slack (ns)	utilization, %	cells
floorplan	1210	0	0.799	-	183
global placement	2940	-4.25	1.26	40.7	439
detailed placement	2940	-4.11	1.26	40.7	439
CTS	2980	0	1.04	41.3	442
global route	3000	0	1.04	41.6	443
finish	3000	0	1.05	41.6	443
## cell families after synthesis
kind of cell | share of synthesized area, %
other cells | 0.315
flops | 5.05
xor+xnor | 1.47
buf+inv | 11.9
simple gates | 65.8
compound gates | 15.5
No activity file was given, so power comes from the tool's default toggle rates.
